### flow/constraint.sdc
current_design logger_old

set clk_period 8.7
set clk_io_pct 0.2

create_clock -name clk0 -period $clk_period [get_ports {ram_clk}]

set non_clock_inputs [all_inputs -no_clocks]
set_input_delay [expr $clk_period * $clk_io_pct] -clock clk0 $non_clock_inputs
set_output_delay [expr $clk_period * $clk_io_pct] -clock clk0 [all_outputs]
### flow/design.v
module logger_old (
    ram_dout,                       
    read_addr,                       
    write_addr,                       
    ram_cen,                        
    ram_clk,                        
    ram_din1,                       
    ram_din2,                       
    ram_wen                         
);
parameter MEM_SIZE   =  256;        
parameter ADDR_MSB   =  7;          
output      [15:0] ram_dout;        
input [ADDR_MSB:0] read_addr;         
input [ADDR_MSB:0] write_addr;        
input              ram_cen;           
input              ram_clk;           
input       [15:0] ram_din1;          
input       [15:0] ram_din2;          
input        [1:0] ram_wen;           
(* ram_style = "block" *) reg         [15:0] mem [0:(MEM_SIZE/2)-1]; 
reg         [ADDR_MSB:0] ram_addr_reg;
reg        [15:0] mem_val;
integer i;
initial 
    begin
        for(i=0; i<MEM_SIZE; i=i+1)
        begin
            mem[i] <= 0;
        end
        ram_addr_reg <= 0;
        mem_val <=  mem[0];
    end
always @(posedge ram_clk)
    begin
        if (ram_wen & write_addr<MEM_SIZE/2)
        begin
            mem[write_addr]             <= ram_din1;
            mem[write_addr+1'b1]        <= ram_din2;
        end
    end
assign ram_dout = mem[read_addr] & {16{~ram_cen}};
endmodule  
### flow/run.sh
#!/bin/bash
# OpenROAD 26Q1-2900-gdf79404cd8, Yosys 0.63+post, stock flow scripts
make -C /OpenROAD-flow-scripts/flow DESIGN_CONFIG=/design/flow/config.mk WORK_HOME=/design/flow/orfs finish
### flow/config.mk
export PLATFORM = sky130hd
export DESIGN_NAME = logger_old
export DESIGN_NICKNAME = logger_old
export VERILOG_FILES = /design/flow/design.v
export SDC_FILE = /design/flow/constraint.sdc
export NUM_CORES = 4
export LEC_CHECK = 1
export CORE_UTILIZATION = 30
==> impl_metrics.tcl <==
# place-and-route summary
set metrics [dict create \
    status "finished clean" \
    cts_tree "done" \
    cp-start-kind "input port" \
    pwr_density_cell_nw_per_um2 181.0 \
    yosys_warnings 1 \
    post-cts-setup-buffers 0 \
    whs_path_depth 2 \
    reg_top3 "mem: 2048 flops" \
    warning_count 31 \
    synth_cell_types 62 \
    die_w_um 597.4 \
    crit_required_ns 6.96 \
    ios 68 \
    cts.path.max_buffers 3 \
    largest_register_ffs 2048 \
    max_cap_violations 0 \
    largest-register "mem" \
    async_flop_share_pct 0 \
    wire_per_inst_um 30.72 \
    fmax_mhz 122.5 \
    grtUsageTotal_pct 20.64 \
    final_max_slew_viol_count 0 \
    first_pass_iters 8 \
    cts_hold_buf 0 \
    layout-drive-gt1-share_pct 50.94 \
    syn_inst 6631 \
    drt_iter0_markers 4581 \
    ys_seq_elements 2048 \
    dpl.hpwl_um 214100 \
    synth-edff-count 2048 \
    worst_slew_pin_slew_ns 1.080 \
    drc 0 \
    grt_pass1_vias 64480 \
    htreeDepth 4 \
    syn_area_per_cell_um2 16.04 \
    ff_type "edfxtp_1" \
    num_rows 218 \
    cts_resized 0 \
    fp_util_pct 30.15 \
    syn_area_um2 106300 \
    num_vias 61760 \
    postSynthSeqShare_pct 57.83 \
    cts.sinks 2048 \
    hp-start "ram_din1[14]" \
    worst-path-max-fanout 26 \
    die_y_um 597.4 \
    via_per_inst 5.404 \
    vdd_drop_max_v 0.0001687 \
    cts_root_buffer "clkbuf_16" \
    rsz0062_at_grt "false" \
    clkTransAtPathRegs_ns 0.06 \
    antenna_left 0 \
    fin_total_pwr_uw 21710 \
    min_path_type "input port to register" \
    criticalPathCategory "input port to output pin" \
    core-area_um2 352700 \
    die_area_um2 356900 \
    grt-ovfl-total 0 \
    cp.arrival_ns 6.43 \
    yosys_cells 6631 \
    max_slew_margin_pct 27.31 \
    hold_slack_ns 1.333 \
    hold_violations 0 \
    leakage_uw 0.03805 \
    cts_buffers 219 \
    port_buffers 65 \
    finalSetupTns_ns 0 \
    grt_start_max_net_pins 101 \
    yosys_area_um2 106300 \
    final_util_pct 34.02 \
    end_kind "output pin" \
    synthToLayoutAreaGrowth_pct 12.82 \
    finalSetupViolCount 0 \
    postRouteWirelength_um 351100 \
    fin_crit_sh_pct 93.85 \
    grt_first_pass_wirelength_um 494200 \
    gp_congestion 0.9507 \
    antenna_found_initial 25 \
    finalCriticalPeriod_ns 8.165 \
    holdPathEnd "mem[125][14]" \
]
## critical path: stages
cell and delay [ns]:
clkdlybuf4s50_1 1.12, buf_4 0.29, and3b_2 0.50, nand3_1 0.18, nand4_1 0.49, nor4_1 1.07
buf_4 0.28, a41oi_1 0.25, clkdlybuf4s50_1 0.49
## synthesized netlist by cell type, drive strengths merged (16+ instances only)
| cell | number | area share, % |
|---|---|---|
| mux2i | 237 | 2.2 |
| clkbuf | 628 | 2.2 |
| o21ai | 61 | 0.29 |
| nor3 | 94 | 0.87 |
| a22oi | 80 | 0.57 |
| nand3 | 384 | 1.9 |
| buf | 218 | 1.1 |
| nand4 | 81 | 0.48 |
| o22ai | 16 | 0.10 |
| nand2 | 65 | 0.27 |
| edfxtp | 2048 | 58 |
| a31oi | 17 | 0.10 |
| mux2 | 2052 | 22 |
| a21oi | 17 | 0.080 |
| nor4 | 18 | 0.12 |
| mux4 | 414 | 8.8 |
| o21bai | 70 | 0.49 |
| nor2 | 31 | 0.11 |
## area by class of cell
class,count,area (um2)
fill,32880,232700
sequential,2048,61500
multi-input combinational,3735,41610
tap,4730,5918
clock buffer,274,5687
timing repair buffer,499,4215
clock inverter,128,1015
antenna,12,30.03
inverter,2,7.507
## cell families (layout without fill, tap and decap cells)
| group | after synthesis | count (layout) | share of synthesized area [%] |
|---|---|---|---|
| buf+inv | 848 | 903 | 3.281 |
| fa+ha+maj | 1 | 1 | 0.01176 |
| simple gates | 731 | 731 | 4.123 |
| compound gates | 297 | 297 | 2.002 |
| other cells | 0 | 12 | 0 |
| mux | 2703 | 2703 | 32.73 |
| flops | 2048 | 2048 | 57.83 |
| xor+xnor | 3 | 3 | 0.02471 |
## placed cells by master (no fill, tap or decap), drive strengths merged, types with 18 or more instances in the layout
cell type	netlist	routed
o21ai	61	61
clkdlybuf4s50	0	30
nand3	384	384
edfxtp	2048	2048
nand2	65	65
clkbuf	628	274
buf	218	469
nor4	18	18
nor2	31	31
mux2i	237	237
clkinv	0	105
nor3	94	94
o21bai	70	70
nand4	81	81
a22oi	80	80
mux2	2052	2052
mux4	414	414
## where the power goes
group / switching (uW) / leakage [uW] / total (uW) / internal, uW
combinational: 1200 / 0.0164 / 1940 / 743
clock: 3940 / 0.00327 / 8860 / 4920
sequential: 9.79 / 0.0184 / 10900 / 10900
## how the worst max path moves through the flow
stage | from | end | cells past startpoint
CTS | read_addr[4] | ram_dout[13] | 9
global route | read_addr[4] | ram_dout[12] | 12
finish | read_addr[4] | ram_dout[1] | 9
## through the flow
step,setup slack (ns),area (um2),std cells
3_5_place_dp,0.6456,113200,11010
6_report,0.5348,120000,11430
5_1_grt,0.5434,120000,11420
4_1_cts,0.6240,119900,11420
3_3_place_gp,0.6630,113200,11010
2_1_floorplan,3.067,106300,6631
## layer usage
metal | wire (um) | global-route usage [%] | vias to the layer above
met4 | 18060 | 8.097 | 30
met5 | 616 | 1.163 | -
met2 | 161800 | 31.02 | 3074
li1 | - | - | 26130
met1 | 121200 | 24.23 | 31870
met3 | 49400 | 12.49 | 651
Power and IR drop assume default switching activity.
